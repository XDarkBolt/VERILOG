--- flow/design.v ---
module FREQ_DIV ( clk , clk0 );
parameter	DIV	= 12;
input clk;
output reg clk0;
reg [DIV:0] counter;
always @( posedge clk )
begin
	counter <= counter + 1;
end
always
begin
	clk0 <= counter[DIV];
end
endmodule
--- flow/run.sh ---
#!/bin/bash
# OpenROAD 26Q1-2900-gdf79404cd8, Yosys 0.63+post, stock flow scripts
make -C /OpenROAD-flow-scripts/flow DESIGN_CONFIG=/design/flow/config.mk WORK_HOME=/design/flow/orfs finish
--- flow/config.mk ---
export PLATFORM = sky130hd
export DESIGN_NAME = FREQ_DIV
export DESIGN_NICKNAME = FREQ_DIV
export VERILOG_FILES = /design/flow/design.v
export SDC_FILE = /design/flow/constraint.sdc
export NUM_CORES = 4
export LEC_CHECK = 1
export CORE_AREA = 10 10 76 76
export DIE_AREA = 0 0 86 86
--- flow/constraint.sdc ---
current_design FREQ_DIV

set clk_period 2.0
set clk_io_pct 0.2

create_clock -name clk0 -period $clk_period [get_ports {clk}]

set non_clock_inputs [all_inputs -no_clocks]
set_input_delay [expr $clk_period * $clk_io_pct] -clock clk0 $non_clock_inputs
set_output_delay [expr $clk_period * $clk_io_pct] -clock clk0 [all_outputs]
==> flow_summary.ini <==
; generated from flow reports
[die]
die_h_um = 86
die_area_um2 = 7400
coreArea_um2 = 4120
initCoreUtil_pct = 11.9
die_w_um = 86
pin_count = 2
rows = 23

[global_route]
antenna_found_initial = 0
first_global_vias = 299
overflow = 0
grt_first_pass_wirelength_um = 1260
grtUsageTotal_pct = 2.14
grt_max_degree = 8

[clocking]
clkLatencyLatePin_ps = 240
cts.clk_slew.worst_paths_ps = 50
htreeDepth = 1
tritoncts = done
cts-resized-gates = 0
root_buffer = clkbuf_8
clk_path_buf_depth = 2
postCtsSetupBuffers = 0
hold_buffers = 0
numCtsBuffers = 3
clock-sinks = 13

[finish]
drive_gt1_share_pct = 14.3
n_fill_cell = 455
syn2layout_area_growth_pct = 24.0
largestRegisters = counter (13)
largest_reg_flops = 13
regMostFlops = counter
final_cells = 99

[worst_setup_path]
path_buffers = 1
path_class = register to output port
critical_path_arrival_ps = 1040
r2r-end = counter[12]
ff2ff_path_depth = 4
crit_required_ps = 1600
critPathSlowestCell = clkdlybuf4s50_1
crit_family = buffers and inverters
max_stage_delay_ps = 460
worstSetupStartpointType = register
reg2reg_slack_ps = 740
critPathCaptureType = output port
cp_cell_sequence = clkdlybuf4s50_1
crit_fanout = 2
worstReg2RegStart = counter[0]
crit_start = counter[12]

[worst_hold_path]
hold_class = register to register
whs_endpoint = counter[0]
hold-path-cell-count = 1
min_from = counter[0]

[place]
dp_cells = 95
place_ws_ps = 764
post-dp-hpwl_um = 498
gp_congestion = 0.649
io_buffers = 1

[route]
vias = 298
drcViolationCount = 0
num_antenna_cells = 0
drt_iter0_markers = 33
routed_wl_um = 677
wl_per_cell_um = 6.84
drtPass1Iterations = 4
ant_nets = 0
routed_via_density = 3.01

[logic_synthesis]
syn_avg_cell_area_um2 = 11.1
yosys_warnings = 1
edf_count = 0
async_flop_share_pct = 0
ys_chip_area_um2 = 489
yosys_most_used_dff = dfxtp_1
top_cell = dfxtp_1
synth_flops = 13
ys_seq_share_pct = 53.2
synthTopCellsByArea = dfxtp_1 53%, xnor2_1 11%, xor2_1 9.0%
top_area_cell = dfxtp_1
ys_cells = 44
common_cells = 13 x dfxtp_1, 6 x xnor2_1, 5 x xor2_1, 4 x nand2_1, 3 x nand3_1
syn_area_um2 = 489
syn_inst = 44
top_area_share_pct = 53.2
yosysUniqueCellTypes = 16

[timing]
fin_crit_ps = 1440
skew_ps = 0.626
tns_ps = 0
finalWorstSetupSlack_ps = 560
fin_crit_sh_pct = 72.0
final-setup-viol-count = 0
maxSlewViolCount = 0
rsz0062_at_grt = false
worst-slew-pin-transition_ps = 235
hold_viol = 0
max_freq_mhz = 694
relSlewSlack_pct = 84.2

[outcome]
run_status = finished, final reports clean

[power]
leakagePower_nw = 0.219
irDropWorstVdd_mv = 0.255
cellPowerDensity_nw_per_um2 = 797

[run]
max-cap-violations = 0
warning_count = 25
## per-layer routing
layer | track usage [%] | vias up | share of wire, %
met5 | 0 | - | 0
met4 | 0.299 | 0 | 0
met3 | 1.81 | 0 | 11
met2 | 2.70 | 5 | 36
met1 | 2.73 | 132 | 53
li1 | - | 161 | -
## cells by family after synthesis
family | Yosys count | synth area share (%)
buffers and inverters | 1 | 0.767
adders and majority gates | 1 | 2.56
xor gates and xnor gates | 11 | 19.7
DFF | 13 | 53.2
and+or+nand+nor | 18 | 23.8
## metrics by stage
stage | area [µm²] | power (mW) | utilization [%] | hold slack [ps]
after floorplan | 489 | 0.265 | - | 383
after global placement | 562 | 0.265 | 13.7 | 390
after detailed placement | 562 | 0.265 | 13.7 | 394
after CTS | 607 | 0.489 | 14.7 | 406
after global routing | 607 | 0.508 | 14.7 | 457
final | 607 | 0.484 | 14.7 | 405
## where the power goes
group / switching (mW) / leakage [nW] / internal [mW]
Combinational: 0 / 0.0912 / 0
Sequential: 0 / 0.105 / 0.259
Clock: 0.0842 / 0.0228 / 0.140
## how the worst max path moves through the flow
stage | end | slack, ps | depth (start not counted)
final | clk0 | 560 | 1
after global routing | clk0 | 490 | 1
after CTS | clk0 | 540 | 1
## cell type report
cell class | instances | area [µm²] | share of cell area (%)
Clock buffer | 4 | 45.0 | 7.42
Inverter | 1 | 3.75 | 0.619
Multi-Input combinational cell | 30 | 225 | 37.1
Sequential cell | 13 | 260 | 42.9
Tap cell | 50 | 62.6 | 10.3
Timing Repair Buffer | 1 | 10.0 | 1.65
## cell usage in the layout (no fill, tap or decap)
cell type / instances
nor4_2: 1
nand4_1: 2
nor3_1: 2
nand2_1: 4
and4_1: 1
and2_1: 1
clkbuf_8: 3
dfxtp_1: 13
nand3_1: 3
nor2_1: 1
xnor2_1: 6
ha_1: 1
clkdlybuf4s50_1: 1
nand3_2: 1
nand4_2: 1
inv_1: 1
clkbuf_1: 1
xor2_1: 5
and4_2: 1
No activity file was given, so power comes from the tool's default toggle rates.
